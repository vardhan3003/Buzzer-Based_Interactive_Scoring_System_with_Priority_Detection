===== ./config.mk =====
export PLATFORM = sky130hd
export DESIGN_NAME = buzzer
export DESIGN_NICKNAME = buzzer
export VERILOG_FILES = /design/flow/design.v
export SDC_FILE = /design/flow/constraint.sdc
export NUM_CORES = 4
export LEC_CHECK = 1
export CORE_UTILIZATION = 50

===== ./constraint.sdc =====
current_design buzzer

set clk_period 9.0
set clk_io_pct 0.2

create_clock -name clk0 -period $clk_period [get_ports {clk}]

set non_clock_inputs [all_inputs -no_clocks]
set_input_delay [expr $clk_period * $clk_io_pct] -clock clk0 $non_clock_inputs
set_output_delay [expr $clk_period * $clk_io_pct] -clock clk0 [all_outputs]

===== ./design.v =====
`timescale 1ns / 1ps
module buzzer(input clk,A,B,C,score_on,score_A,score_B,score_C,inc,dec,output reg [2:0] led,output [0:6] seg,output [3:0] digit);
reg [3:0] SA=0;
reg [3:0] SB=0;
reg [3:0] SC=0;
reg flag    =0;
wire [3:0]ones,tens;
wire [2:0] thousands;
parameter idle=0;
parameter press_done=1;
parameter score=2;
reg [1:0]state=idle;
reg [1:0] win=0;
reg [31:0] countA=0,countB=0,countC=0,count=0;
reg [31:0] temp=0;
digits d1(clk,score_A,score_B,score_C,SA,SB,SC,ones,tens,thousands);
seven_seg s1(clk,state,ones,tens,thousands,seg,digit);
always @(posedge clk) 
begin
    case(state)
        idle: begin 
                if (score_on) begin
                    state<=score;
                end
                else begin
                    flag=0;
                    if(A) 
                    begin
                        flag=1;
                        if(countA<50_000_000) 
                            countA<=countA+1;
                         else begin
                            state<=press_done;
                            win<=1;
                        end            
                    end
                    if(B) 
                    begin
                        flag=1;
                        if(countB<50_000_000) 
                            countB<=countB+1;
                         else begin
                            state<=press_done;  
                            win<=2;
                        end                
                    end 
                    if(C) 
                    begin
                        flag=1;
                        if(countC<50_000_000) 
                            countC<=countC+1;
                         else begin
                            state<=press_done;  
                            win<=3;
                         end        
                    end
                    if (flag==0) begin
                        countA<=0;
                        countB<=0;
                        countC<=0;
                    end
                end
        end
        press_done: begin
            countA<=0;
            countB<=0;
            countC<=0;
            if(win==1) begin
                if (temp<300_000_000) begin  
                    led<=3'b100;
                    temp<=temp+1;
                end
                else begin
                    temp<=0;
                    led<=3'b000;
                    state<=idle;
                end
            end
            else if(win==2) begin
                if (temp<300_000_000) begin  
                    led<=3'b010;
                    temp<=temp+1;
                end
                else begin
                    temp<=0;
                    led<=3'b000;
                    state<=idle;
                end
            end
            else if(win==3) begin
                if (temp<300_000_000) begin   
                    led<=3'b001;
                    temp<=temp+1;
                end
                else begin
                    temp<=0;
                    led<=3'b000;
                    state<=idle;
                end
            end
        end
        score: begin
            if(score_on) begin
                if(score_A) begin
                    if(inc) begin
                        if(count<25_000_000) begin  
                            count=count+1;
                        end
                        else begin
                            if(count==25_000_000) 
                                SA=SA+1;
                            count<=0;
                        end
                    end
                    else if(dec) begin
                        if(count<25_000_000) begin 
                            count=count+1;
                        end
                        else begin
                            if(count==25_000_000)  begin 
                                if(SA>0)
                                    SA=SA-1;
                                count<=0;
                            end   
                        end
                    end
                    else
                        count<=0;
                end
                else if(score_B) begin
                    if(inc) begin
                        if(count<25_000_000) begin  
                            count<=count+1;
                        end
                        else begin
                            if(count==25_000_000)  
                                SB<=SB+1;
                            count<=0;
                        end
                    end
                    else if(dec) begin
                        if(count<25_000_000) begin  
                            count<=count+1;
                        end
                        else begin
                            if(count==25_000_000) begin  
                                if(SB>0)
                                    SB<=SB-1;
                                count<=0;
                            end
                        end
                    end
                    else
                        count<=0;
                end
                else if(score_C) begin
                    if(inc) begin
                        if(count<25_000_000) begin  
                            count=count+1;
                        end
                        else begin
                            if(count==25_000_000)   
                                SC=SC+1;
                            count<=0;
                        end
                    end
                    else if(dec) begin
                        if(count<25_000_000) begin  
                            count=count+1;
                        end
                        else begin
                            if(count==25_000_000) begin 
                                if(SC>0)
                                    SC=SC-1;
                                count<=0;
                             end   
                        end
                    end
                    else
                        count<=0;
                end                      
            end
			else begin
				state<=idle;
			end
        end
endcase   
end
endmodule
`timescale 1ns / 1ps
module digits(input clk,score_A,score_B,score_C,input [3:0] SA,SB,SC,output reg [3:0] ones,tens,output reg [2:0] thousands);
reg [9:0] temp_count = 0;
always @(posedge clk) begin
        if (score_A) begin
            temp_count <= SA;
			thousands  <=3'b100;
        end 
		else if (score_B) begin
            temp_count <= SB;
			thousands  <=3'b010;
        end 
		else if (score_C) begin
            temp_count <= SC;
			thousands  <=3'b001;
        end 
		else begin
            temp_count <= 0;
            thousands  <=3'b000;
        end
        ones <= temp_count % 10;
        tens <= (temp_count / 10) % 10;
end
endmodule
`timescale 1ns / 1ps
module seven_seg(input clk_100MHz,input [1:0] state,input [3:0]ones,tens,input [2:0] thousands,output reg [0:6] seg,output reg [3:0] digit);
    parameter ZERO  = 7'b000_0001;   
    parameter ONE   = 7'b100_1111;   
    parameter TWO   = 7'b001_0010;   
    parameter THREE = 7'b000_0110;   
    parameter FOUR  = 7'b100_1100;   
    parameter FIVE  = 7'b010_0100;   
    parameter SIX   = 7'b010_0000;   
    parameter SEVEN = 7'b000_1111;   
    parameter EIGHT = 7'b000_0000;   
    parameter NINE  = 7'b000_0100;   
    reg [1:0] digit_select=0;      
    reg [16:0] digit_timer=0;      
    always @(posedge clk_100MHz) begin
		if(digit_timer == 99_999 ) begin   
			digit_timer <= 0;                    
			digit_select <=  digit_select + 1;
		end
		else
			digit_timer <=  digit_timer + 1;
	end
    always @(digit_select) begin
        case(digit_select) 
            2'b00 : digit = 4'b1110;  
            2'b01 : digit = 4'b1101;   
            2'b10 : digit = 4'b1011;   
            2'b11 : digit = 4'b0111;  
        endcase
    end
    always @*
        case(digit_select)
            2'b00 : begin        
                        case(ones)
                            4'b0000 : seg = ZERO;
                            4'b0001 : seg = ONE;
                            4'b0010 : seg = TWO;
                            4'b0011 : seg = THREE;
                            4'b0100 : seg = FOUR;
                            4'b0101 : seg = FIVE;
                            4'b0110 : seg = SIX;
                            4'b0111 : seg = SEVEN;
                            4'b1000 : seg = EIGHT;
                            4'b1001 : seg = NINE;
                        endcase
                    end
            2'b01 : begin        
                        case(tens)
                            4'b0000 : seg = ZERO;
                            4'b0001 : seg = ONE;
                            4'b0010 : seg = TWO;
                            4'b0011 : seg = THREE;
                            4'b0100 : seg = FOUR;
                            4'b0101 : seg = FIVE;
                            4'b0110 : seg = SIX;
                            4'b0111 : seg = SEVEN;
                            4'b1000 : seg = EIGHT;
                            4'b1001 : seg = NINE;
                        endcase
                    end
            2'b10 : begin        
                        seg=7'b111_1110;
                    end
            2'b11 : begin        
                        if(state==2'b10) begin
                            case(thousands)
                                3'b000 : seg =7'b111_1110;
                                3'b100 : seg = 7'b000_1000;
                                3'b010 : seg = 7'b000_0000;
                                3'b001 : seg = 7'b011_0001;
                            endcase
                        end
                        else if(state==0 && thousands==3'b000)
                                seg=7'b111_1110;
                        else if(thousands!=0) begin
                            case(thousands)
                                  3'b100 : seg = 7'b000_1000;
                                  3'b010 : seg = 7'b000_0000;
                                  3'b001 : seg = 7'b011_0001;
                            endcase
                        end
                    end
        endcase
endmodule

===== ./run.sh =====
#!/bin/bash
# OpenROAD 26Q1-2900-gdf79404cd8, Yosys 0.63+post, stock flow scripts
make -C /OpenROAD-flow-scripts/flow DESIGN_CONFIG=/design/flow/config.mk WORK_HOME=/design/flow/orfs finish

==> flow_summary.ini <==
; implementation run metrics
[status]
status = finished, final reports clean

[route]
wl_per_cell_um = 13.85
drtIter0Drc = 373
num_vias = 7387
antennaDiodeCount = 0
wl_um = 19400
drtPass1Iterations = 4
drc = 0
drtAntennaViolNets = 0
vias_per_cell = 5.273

[synthesis]
ys_chip_area_um2 = 11230
synth.top_cell.area_share_pct = 48.39
edf_count = 181
ys_async_sr_fraction_pct = 0
synth_cell_type_count = 61
yosys-top-cells-area = edfxtp_1 (48%), xor2_1 (7.6%), nor2_1 (5.9%), dfxtp_1 (5.2%), xnor2_1 (4.1%)
netlist_instances = 1066
ys.flop_type = edfxtp_1
ys_cells = 1066
top_area_cell = edfxtp_1
synth.cell_area_um2 = 11230
synth_flops = 217
syn_area_per_cell_um2 = 10.54
ys.warnings.count = 3

[cells_and_area]
drive_gt1_share_pct = 4.996
layout_top_cell = edfxtp_1
nFillCells = 1840
logic_area_um2 = 4910
layout_top_cells = edfxtp_1 (181), nor2_1 (177), xor2_1 (98)
regArea_um2 = 6121
area_delta_synth_final_pct = 11.93
post-route-cell-area_um2 = 12570

[critical_path]
cpPeakStageDelay_ps = 510
crit_top_cell = inv_1
cp-end-kind = output port
crit_slowest_cell = clkdlybuf4s50_1
cp_cell_sequence = inv_1, ha_1, inv_1, clkdlybuf4s50_1
reg2reg_slack_ps = 6160
cp_top_family = buffers and inverters
path_buffers = 3
crit_type = reg2out
worstPathRequired_ps = 7200
startpoint_type = register
worstPathMaxFanout = 7
critPathArrivalTime_ps = 2070

[clock_tree]
hold_buffers = 0
cts-root-buf = clkbuf_16
clkLatencyLatePin_ps = 510
post_cts_buffers = 0
h-tree-depth = 1
cts_made_buffers = 24
clockBufferDepth = 3
path_clk_slew_ps = 60
cts_resized = 0
cts_tree = built

[timing]
rsz0062_at_grt = false
hold_viol = 0
clock.fmax_ghz = 0.2583
slew_violations = 0
min_period_ps = 3871
worstMarginPinSlew_ps = 704.5
period_used_pct = 43.01
untimed_endpoints = 14
skew_ps = 12.70
setup_viol = 0
tns_ps = 0
slew_headroom_pct = 52.67
unclocked_regs = 7

[flow_run]
timing.max_cap.violations = 0
warnings = 38

[global_route]
grt_max_degree = 62
antenna_found_initial = 0
grt.total_usage_pct = 18.40
grt_overflow = 0
grt_first_pass_wirelength_um = 33420
grt_pass1_vias = 7017

[floorplanning]
die-area_um2 = 23070
die-width_um = 151.9
design.core.area_um2 = 21960
fp.dieH_um = 151.9
ios = 24
fp-row-count = 54
initial_core_util_pct = 51.15

[placement]
placed_area_um2 = 11820
dpl.hpwl_um = 12410
portBuffers = 23
finalWeightedCongestion = 0.8132

[power_and_ir_drop]
pwr_density_cell_nw_per_um2 = 255.7
p_leak_uw = 0.004338
ir_drop_mv = 0.1470

[min_path]
hold_path_class = reg2reg
[path summary, 6_finish.rpt]
| kind | startpoint | end | cells after the start |
|---|---|---|---|
| setup / recovery | s1.digit_select[0]$_DFFE_PN_ | digit[0] | 4 |
| hold reg to reg | d1.temp_count[0]$_DFF_P_ | d1.ones[0]$_DFF_P_ | 0 |
| hold / removal | d1.temp_count[0]$_DFF_P_ | d1.ones[0]$_DFF_P_ | 0 |
| setup reg to reg | countA[10]$_SDFFCE_PP0P_ | countA[4]$_SDFFCE_PP0P_ | 6 |
[power by group]
| part | internal [uW] | leakage (uW) | switching [uW] |
|---|---|---|---|
| sequential | 1430 | 0.00201 | 216 |
| combinational | 248 | 0.00196 | 398 |
| clock | 561 | 0.000370 | 365 |
| total | 2240 | 0.00434 | 979 |
[cell usage after synthesis (all sizes together), types with 7 or more instances]
master and count:
edfxtp 181, nor2 179, xor2 98, nand2 73
nand3 65, xnor2 52, nand4 39, inv 37
o21ai 36, and3 31, a21oi 30, dfxtp 29
ha 29, nor3 25, clkbuf 24, and4 16
or3 16, nor2b 10, nor4 9, or4 9
and2 8, dlxtn 7
[cell type report]
cell class                      instances  share of cell area, %
Sequential cell                       217                  48.69
Multi-Input combinational cell        793                  39.05
Clock buffer                           37                  5.573
Tap cell                              280                  2.787
Timing Repair Buffer                   32                  2.369
Inverter                               37                  1.105
Clock inverter                          5                 0.4279
[logic make-up (layout without fill, tap and decap cells)]
family          Yosys count  count (layout)  synth area share, %
compound gates          101             101                5.559
xor+xnor                150             150                11.70
fa+ha+maj                33              33                3.854
buf+inv                  65             111                2.451
flops                   210             210                53.56
latches                   7               7               0.9357
mux                       2               2               0.1782
other cells               1              10              0.03339
simple gates            497             497                21.73
[worst register-to-register path, stage by stage, from the launching register on]
cell,delay [ps]
edfxtp_1,490
or4_1,530
nor2_1,100
o311ai_1,140
a32o_1,330
o21ai_2,510
buf_4,400
[per-layer routing]
metal / wire length [um] / vias up / track usage (%)
met1: 9798 / 3394 / 31.62
li1: - / 3887 / -
met3: 724 / 25 / 3.342
met2: 8493 / 81 / 27.05
met4: 386 / 0 / 3.304
met5: 0 / - / 0
[registers in the layout, summed over array words and instances, names as in the netlist, 3 cells and up]
signal          cells
count              32
s1.digit_timer     17
led                 3
d1.temp_count       4
SC                  4
SA                  4
countC             32
d1.thousands        3
countA             32
s1.seg              7
temp               32
SB                  4
countB             32
d1.ones             4
[per-stage QoR]
step | power [uW] | worst slack, ps | std cells | utilization [%] | hold WS (ps)
global route | 3415 | 4956 | 1401 | 57.25 | 330.1
global placement | 2304 | 4678 | 1359 | 53.82 | 311.1
finish | 3215 | 5129 | 1401 | 57.25 | 326.5
floorplan | 2119 | 3958 | 1075 | - | 309.6
detailed placement | 2310 | 4636 | 1359 | 53.82 | 315.8
CTS | 3259 | 5090 | 1401 | 57.25 | 329.2
No activity file was given, so power comes from the tool's default toggle rates.
